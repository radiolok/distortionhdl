[/design/flow/design.v]
`timescale 1ns / 1ps
module hard_clip #(
  parameter int DATA_WIDTH = 16,
  parameter int CLIP_LEVEL  = 1000
) (
  input  wire                   clk,
  input wire [5:0] gain,
  input  wire  [DATA_WIDTH-1:0] data_i,
  output logic [DATA_WIDTH-1:0] data_o
);
  localparam STAGES = 3;  
  logic signed [DATA_WIDTH-1:0] data_pipe [STAGES];  
  always_ff @ (posedge clk) begin
     begin
      data_pipe[0] <= data_i;
      data_pipe[1] <= data_pipe[0] * gain;  
      if (data_pipe[1] > CLIP_LEVEL)
        data_pipe[2] <= CLIP_LEVEL;
      else if (data_pipe[1] < -1*CLIP_LEVEL)
        data_pipe[2] <= -1*CLIP_LEVEL;
      else
        data_pipe[2] <= data_pipe[1];
    end
  end
  always_comb data_o = data_pipe[STAGES-1];
endmodule
[/design/flow/run.sh]
#!/bin/bash
# OpenROAD 26Q1-2900-gdf79404cd8, Yosys 0.63+post, stock flow scripts
make -C /OpenROAD-flow-scripts/flow DESIGN_CONFIG=/design/flow/config.mk WORK_HOME=/design/flow/orfs finish
[/design/flow/config.mk]
export PLATFORM = sky130hd
export DESIGN_NAME = hard_clip
export DESIGN_NICKNAME = hard_clip
export VERILOG_FILES = /design/flow/design.v
export SDC_FILE = /design/flow/constraint.sdc
export NUM_CORES = 4
export LEC_CHECK = 1
export CORE_UTILIZATION = 50
[/design/flow/constraint.sdc]
current_design hard_clip

set clk_period 6.9
set clk_io_pct 0.2

create_clock -name clk0 -period $clk_period [get_ports {clk}]

set non_clock_inputs [all_inputs -no_clocks]
set_input_delay [expr $clk_period * $clk_io_pct] -clock clk0 $non_clock_inputs
set_output_delay [expr $clk_period * $clk_io_pct] -clock clk0 [all_outputs]
==> Slide: Implementation Results <==
Flow Results at a Glance

CTS
  – CTS tree: yes
  – CTS resizes: 0
  – Clock Tree Root: clkbuf_8
  – Clock buffer count from CTS: 5
  – Clk slew on worst S/H paths: around 90 ps
  – Clock latency (worst-skew pair): approximately 300 ps
  – Hold buffer count at CTS: 0
  – Max clock buf depth: 2
  – Post-CTS Setup Inserts: 0
  – CTS H-tree lvls: 2
  – Clk sinks: between 40 and 50

Timing
  – Worst Skew: around 6.5 ps
  – Max Transition Viols Final: 0
  – Final period util: between 70% and 80%
  – Setup TNS: 0 ps
  – F_max: approximately 190 MHz
  – RSZ-0062 raised after global routing: false
  – Relative slew slack: between 60% and 70%
  – Tmin final: 5129 ps
  – Hold slack final: 466.5 ps
  – Worst-margin pin slew: ~480 ps
  – Final setup violation count: 0
  – Hold Fails Final Rpt: 0

Route
  – TritonRoute pass-1 iters: 12
  – Post-route ant nets: 0
  – Vias: 2286
  – # diodes: 0
  – First DRT Iteration DRCs: 63
  – Via density: approximately 4.9
  – Routed WL: approximately 5700 um
  – Drc violations: 0
  – Drt wl/cell: between 10 and 15 um

Cells and area
  – Top flop regs: data_pipe: 48 flops
  – Max reg flops: 48
  – Most frequent cells in the layout: and2_1 (66), inv_1 (63), dfxtp_1 (48), fa_1 (45), clkdlybuf4s50_1 (38)
  – Area delta synth->final: 16.02%
  – Layout cell share with drive strength beyond 1: ~4.1%
  – Most flops, register: data_pipe
  – Commonest Layout Cell: and2_1

GRT
  – Tot GR Track Use: between 15 and 20%
  – First-pass GRT wire length: between 10000 and 15000 um
  – Overflow after GRT: 0
  – Initial antenna violation count: 0
  – Largest net degree at the start of global routing: 17
  – Vias in the first global route: between 2000 and 2500

Worst setup path
  – Worst EP arrival: around 5300 ps
  – Critical path launch point: gain[4]
  – Crit path capture type: flop
  – WS Path Type: primary input to flop
  – RR Endpoint: data_pipe[1][14]
  – Reg2reg path depth: 12
  – Critical path destination: data_pipe[1][14]
  – CP startpoint kind: primary input
  – Worst Path Max Fanout: 12
  – Crit path DRT: between 7000 and 8000 ps
  – Reg-to-Reg Start: data_pipe[0][6]
  – Reg-to-reg slack, setup: ~3200 ps

Yosys
  – Yosys warns: 2
  – Yosys Instances: 355
  – Avg Synthesized Cell Area: between 9 and 10 sq um
  – Synthesis area per yosys: 0.003421 sq mm
  – Most used flip-flop cell: dfxtp_1
  – Post-Syn Instances: around 360
  – Count of library flops with an enable pin: 0
  – Synth cell types: 30
  – Netlist Area Pre-Place: approximately 0.0034 sq mm
  – Yosys reg bits: approximately 48
  – Seq share, synth: 28.09%
  – Asr flop ratio synth: 0%

Worst hold path
  – Hold Path Class: flop to flop

Power
  – Leakage power: about 1.8 nW
  – Peak VDD IR: approximately 110 uV
  – Power Density: 301.1 mW/mm^2

Die
  – Die ar.: between 0.007 and 0.008 sq mm
  – Pre-Place Util: 52.96%
  – Die height: between 80 and 90 um
  – Die X: roughly 85 um
  – Core Region: around 0.0065 sq mm
  – # rows: 29
  – I/O pin cnt: 39

Placed design
  – PortBufs: 38
  – Global placement routability congestion: 0.8678
  – Hpwl dp: approximately 4500 um

Flow run
  – Max_cap viols: 0
  – Tool warnings: 26

Outcome
  – Outcome: finished, final reports clean
-- cells in the mapped netlist (4+ instances only) --
cell | number | share of area (%)
nand2_1 | 25 | 2.7
ha_1 | 19 | 6.9
a21oi_1 | 4 | 0.59
xor2_1 | 7 | 1.8
clkbuf_1 | 7 | 0.77
nand4_1 | 4 | 0.73
and2_1 | 66 | 12
dfxtp_1 | 48 | 28
nor3_1 | 5 | 0.73
fa_1 | 45 | 26
xnor2_1 | 13 | 3.3
inv_1 | 63 | 6.9
nor2_1 | 17 | 1.9
o21ai_0 | 9 | 1.3
-- final cells by class --
cell class                 instances  area (sq um)
clock buffer                       6         82.58
clock inverter                     2         15.01
fill                             540          2490
inverter                          63         236.5
multi-input combinational        237          2197
sequential                        48         960.9
tap                               77         96.34
timing repair buffer              38         380.4
-- worst min-delay path by stage --
stage	to	start	slack, ps	cells after the start
after CTS	data_pipe[2][1]	data_pipe[1][1]	470	1
after global routing	data_pipe[2][1]	data_pipe[1][1]	480	1
final	data_pipe[2][1]	data_pipe[1][1]	470	1
-- power by group --
part | switching, mW | internal, mW | leakage [nW] | total [mW]
combinational | 0.299 | 0.304 | 1.39 | 0.603
sequential | 0.0419 | 0.372 | 0.404 | 0.414
clock | 0.0962 | 0.0812 | 0.0434 | 0.177
total | 0.438 | 0.758 | 1.84 | 1.20
-- metal layers --
layer / global-route usage, % / vias to the layer above / wire [um]
met1: 29.51 / 1069 / 2694
li1: - / 1154 / -
met3: 5.478 / 5 / 326
met2: 31.41 / 58 / 2599
met5: 0 / - / 0
met4: 1.233 / 0 / 53
-- through the flow --
step           instances  setup WS, ps  total power, mW  instance area (sq um)  utilization [%]
2_1_floorplan        355          2220           0.8462                   3421                -
3_3_place_gp         463          1477            1.022                   3871            59.94
3_5_place_dp         463          1479            1.028                   3871            59.94
4_1_cts              471          1796            1.210                   3969            61.45
5_1_grt              471          1574            1.318                   3969            61.45
6_report             471          1771            1.195                   3969            61.45
-- worst max-delay path: stages --
cell and delay [ps]:
clkdlybuf4s50_1 750, and2_1 220, fa_1 460, fa_1 550, inv_1 50, fa_1 520
inv_1 40, ha_1 370, and3_4 220, a32o_1 250, a31oi_1 230, a211oi_2 110
xor2_1 140
-- cells by family (layout without fill, tap and decap cells) --
group,after synthesis,count (layout),share of synthesized area [%]
flops,48,48,28.09
fa+ha+maj,64,64,33.28
simple gates,125,125,19.90
compound gates,28,28,5.926
buf+inv,70,109,7.681
xor+xnor,20,20,5.121
Power is estimated from default activity; no workload was simulated.
