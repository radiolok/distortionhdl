File: ./config.mk
export PLATFORM = sky130hd
export DESIGN_NAME = fir
export DESIGN_NICKNAME = fir
export VERILOG_FILES = /design/flow/design.v
export SDC_FILE = /design/flow/constraint.sdc
export NUM_CORES = 4
export LEC_CHECK = 1
export CORE_UTILIZATION = 50
File: ./constraint.sdc
current_design fir

set clk_period 15.6
set clk_io_pct 0.2

create_clock -name clk0 -period $clk_period [get_ports {clk}]

set non_clock_inputs [all_inputs -no_clocks]
set_input_delay [expr $clk_period * $clk_io_pct] -clock clk0 $non_clock_inputs
set_output_delay [expr $clk_period * $clk_io_pct] -clock clk0 [all_outputs]
File: ./design.v
module fir ( clk, coefs, in, out );
parameter IWIDTH = 16;	 
parameter CWIDTH = 16;	 
parameter TAPS   = 2;	 
localparam MWIDTH = (IWIDTH+CWIDTH);  
localparam RWIDTH = (MWIDTH+TAPS-1);  
input  wire clk;
input  wire [IWIDTH-1:0]in;
input  wire [TAPS*32-1:0]coefs;  
output wire [RWIDTH-1:0]out;  
genvar i;
generate
	for( i=0; i<TAPS; i=i+1 )
	begin:tap
		reg [IWIDTH-1:0]r=0;
		if(i==0)
		begin
			always @(posedge clk)
				r <= in;
		end
		else
		begin
			always @(posedge clk)
				tap[i].r <= tap[i-1].r;
		end
		wire [CWIDTH-1:0]c;
		assign c = coefs[((TAPS-1-i)*32+CWIDTH-1):(TAPS-1-i)*32];
		reg [MWIDTH-1:0]m;
		always @(posedge clk)
			m <= $signed(r) * $signed( c );
		reg [MWIDTH-1+i:0]a;
		if(i==0)
		begin
			always @*
				tap[i].a = $signed(tap[i].m);
		end
		else
		begin
			always @*
				tap[i].a = $signed(tap[i].m)+$signed(tap[i-1].a);
		end
	end
endgenerate
reg [RWIDTH-1:0]result;
always @(posedge clk)
	result <= tap[TAPS-1].a;
assign out = result;
endmodule
File: ./run.sh
#!/bin/bash
# OpenROAD 26Q1-2900-gdf79404cd8, Yosys 0.63+post, stock flow scripts
make -C /OpenROAD-flow-scripts/flow DESIGN_CONFIG=/design/flow/config.mk WORK_HOME=/design/flow/orfs finish
==> results_dict.tcl <==
# place-and-route summary
set metrics [dict create \
    grt_max_degree 18 \
    cts_resized 0 \
    crit_path_end_kind "register" \
    area_growth_syn_to_layout_pct 8.67 \
    nFillCells 4055 \
    grt.overflow.total 0 \
    tns_ns 0 \
    path_max_fanout 16 \
    synth_top_flop_cell "dfxtp_1" \
    io_pins 114 \
    portBuffers 81 \
    synthDistinctLibCells 67 \
    routedWlPerCell_um 15.9 \
    cts_root_buf "clkbuf_16" \
    crit_type "primary input to register" \
    holdCritPathClass "register to register" \
    yosys_area_um2 24000 \
    tritoncts "built" \
    drive_above_1_share_pct 3.63 \
    final-seq-area_um2 2580 \
    ys_warn_count 1 \
    route.antenna.remaining_nets 0 \
    grt_pass1_vias 18100 \
    mux_share_pct 0.0418 \
    syn_avg_cell_area_um2 9.48 \
    ys_seq_share_pct 10.8 \
    cts.hold.buffers_added 0 \
    critPathArrivalTime_ns 9.82 \
    synth_flops 129 \
    cts-buffers-inserted 17 \
    placed_area_um2 25400 \
    relSlewSlack_pct 38.0 \
    tool_warnings 57 \
    mi_logic_area_um2 18800 \
    start_kind "primary input" \
    grt_first_pass_wirelength_um 90100 \
    clk_pin_slew_ns 0.07 \
    layout_min_cycle_time_ns 9.49 \
    compound_area_share_pct 6.75 \
    ys_top_logic_family "adder cells" \
    antenna_found_initial 1 \
    firstDrtPassIters 15 \
    async_flop_share_pct 0 \
    grt_usage_pct 24.8 \
    design_area_um2 26000 \
    wl_um 50800 \
    fmax_mhz 105 \
    setup-violations-final 0 \
    post_cts_buffers 0 \
    via_per_inst 5.05 \
    adder_share_pct 54.1 \
    netlist_top_cells_count "inv_1, fa_1, nand2_1" \
    yosys_cells 2526 \
    xor_share_pct 3.69 \
    gp_congestion 0.881 \
    skew_ns 0.0118 \
    final_core_util_pct 55.4 \
    htreeDepth 4 \
    edf_count 0 \
    rows 79 \
    clkLatencyLatePin_ns 0.45 \
    synthCells 2526 \
    vias 16100 \
    max_cap_violations 0 \
    drc 0 \
    fin_crit_sh_pct 60.8 \
    hold_viol_final 0 \
    syn_area_um2 24000 \
    worstMarginPinSlew_ns 0.929 \
    cts_buffer_depth 2 \
    rsz0062_at_grt "no" \
    die_width_um 221 \
    synthSimpleGateAreaFrac_pct 13.9 \
    drt_iter0_drc 534 \
    fin_cells 3197 \
    core_region_area_um2 47000 \
    synth.area.top_cells "fa_1, dfxtp_1, ha_1" \
    largest_area_cell "fa_1" \
    outcome "finished clean" \
    cp.required_ns 15.93 \
    dpl.hpwl_um 41900 \
    diodes 0 \
    maxSlewViolCount 0 \
    die_h_um 221 \
    die_area_um2 48800 \
    cts.sinks 129 \
    place_inst 3165 \
    initCoreUtil_pct 51.0 \
    top_area_share_pct 43.9 \
    most_common_cell "inv_1" \
]
==> per-layer routing <==
metal,track usage [%],wire length (um)
met1,36.7,21900
met5,0,0
met2,38.7,24300
met3,9.38,4220
met4,1.99,493
==> cell type report <==
cell class / instances / area share, %
Inverter: 612 / 8.82
Tap cell: 607 / 2.92
Multi-Input combinational cell: 1712 / 72.2
Clock inverter: 15 / 0.692
Sequential cell: 129 / 9.92
Timing Repair Buffer: 105 / 3.81
Clock buffer: 17 / 1.63
==> stage by stage <==
| step | setup WS (ns) | hold WS (ns) |
|---|---|---|
| global route | 5.68 | 0.474 |
| finish | 6.11 | 0.448 |
| global placement | 5.72 | 0.435 |
| CTS | 6.16 | 0.455 |
| floorplan | 6.77 | 0.384 |
| detailed placement | 5.68 | 0.440 |
==> state kept, by name (all words and copies together), names as in the netlist <==
| signal | cells |
|---|---|
| tap.m | 64 |
| tap.r | 32 |
| result | 33 |
==> final timing paths <==
check                             startpoint            to  slack [ns]  depth (start not counted)
worst max-delay path               coefs[33]  tap[0].m[29]        6.11                         18
worst min-delay path             tap[1].m[0]     result[0]        0.45                          1
worst max register to register  tap[1].r[15]  tap[1].m[31]        8.87                         20
worst min register to register   tap[1].m[0]     result[0]        0.45                          1
==> critical path, stage by stage <==
cell	delay (ns)
clkdlybuf4s50_1	0.91
nand2_1	0.20
inv_1	0.17
fa_1	0.55
fa_1	0.89
fa_1	0.54
fa_1	0.52
fa_1	0.49
inv_1	0.05
fa_1	0.47
inv_1	0.04
ha_1	0.36
a211oi_1	0.31
o211a_1	0.20
o31ai_1	0.09
a21oi_1	0.31
o21ai_1	0.22
o311ai_0	0.37
==> cell usage in the layout (no fill, tap or decap), drive strengths merged, types with 6 or more instances in the layout <==
cell type	count
a211oi	6
a21o	39
a21oi	69
and2	245
and3	8
buf	24
clkbuf	17
clkdlybuf4s50	81
dfxtp	129
fa	525
ha	196
inv	622
nand2	274
nand2b	22
nand3	16
nor2	60
nor2b	7
nor3	16
o211ai	9
o21a	11
o21ai	37
o21bai	18
xnor2	81
xor2	20
==> cell families after synthesis <==
family                     count (synthesis)
AOI/OAI and AO/OA                        225
xor gates and xnor gates                 101
adders and majority gates                721
DFF                                      129
buffers and inverters                    685
muxes                                      1
and+or+nand+nor                          664
