### flow/design.v
`timescale 1ns / 1ps
module nco_saw #(
  parameter int N = 8
) (
  input  wire          clk,
  input  wire          next,
  output logic [N-1:0] wave = '0
);
  logic dir = 0;
  always_ff @ (posedge clk) begin
    if (wave == {N{1'b1}} - 1)      dir <= 1;
    else if (wave == 1)             dir <= 0;
  end
  always_ff @ (posedge clk) begin
      wave <= (dir) ? wave - next : wave + next;
  end
endmodule
### flow/run.sh
#!/bin/bash
# OpenROAD 26Q1-2900-gdf79404cd8, Yosys 0.63+post, stock flow scripts
make -C /OpenROAD-flow-scripts/flow DESIGN_CONFIG=/design/flow/config.mk WORK_HOME=/design/flow/orfs finish
### flow/config.mk
export PLATFORM = sky130hd
export DESIGN_NAME = nco_saw
export DESIGN_NICKNAME = nco_saw
export VERILOG_FILES = /design/flow/design.v
export SDC_FILE = /design/flow/constraint.sdc
export NUM_CORES = 4
export LEC_CHECK = 1
export CORE_AREA = 10 10 70 70
export DIE_AREA = 0 0 80 80
### flow/constraint.sdc
current_design nco_saw

set clk_period 2.5
set clk_io_pct 0.2

create_clock -name clk0 -period $clk_period [get_ports {clk}]

set non_clock_inputs [all_inputs -no_clocks]
set_input_delay [expr $clk_period * $clk_io_pct] -clock clk0 $non_clock_inputs
set_output_delay [expr $clk_period * $clk_io_pct] -clock clk0 [all_outputs]
==> results.txt <==
status: completed
clk latency of the worst-skew pair: 260 ps
routed wire length per instance: 10.2 µm
Synth flops: 9
cycle use final: 88.0%
post-synth top area cell: dfxtp_1
Final ANT Viol Nets: 0
Max Fclk: 454 MHz
final core occ: 21.5%
area grow syn2layout: 38.4%
Die Size: 6400 µm²
main area contributors: dfxtp_1 34%, ha_1 16%, xnor2_1 4.9%
Post-CTS Resized: 0
Lkg Pwr: 0.286 nW
Reg clk slew, reported paths: 60 ps
number of CTS-inserted buffers: 3
vias after detailed routing: 471
CTS Hold Bufs: 0
Distinct cells, synth: 23
DRT iter0 DRCs: 22
Finished Cell Area: 736 µm²
FF-to-FF End: wave[5]$_DFF_P_
register share after synthesis: 33.9%
vias in the first global route: 482
OpenROAD warnings: 25
Dominant cell area share: 33.9%
warnings from Yosys: 1
FF-to-FF path depth: 6
drt total wl: 1.23 mm
Die H: 80 µm
share of layout cells above drive strength 1: 9.46%
initial antenna violation count: 0
dpl cell area: 709 µm²
Worst Hold Launch: dir$_SDFFE_PN1N_
max-cap violations: 0
pin count of the biggest net entering global routing: 8
global-route wire length before repair: 2.03 mm
ys async rst share: 0%
HP Class: reg2reg
crit-path max FO: 5
synthesized area per cell: 9.33 µm²
register area: 180 µm²
Worst setup EP type: flop
Core Util at FP: 15.6%
CTS tree: done
Slew Viols, Final: 0
most used flip-flop cell: dfxtp_1
WP data required: 2680 ps
RSZ-0062 raised after global routing: false
die x size: 80 µm
post-route minimum period: 2200 ps
ANT cells: 0
critical-path cell list: clkdlybuf4s50_1 -> nand2b_1 -> ha_1 -> nor2b_1 -> o31a_1 -> or4b_1 -> o2111ai_1
routed vias/inst: 3.93
Top Layout Cells: 9 x dfxtp_1, 9 x clkdlybuf4s50_1, 7 x ha_1
sum of negative setup slack: 0 ps
Port-buffer cells: 9
R2R Setup Slk: 650 ps
ys cells: 57
CP Launch Type: input pin
FILL cells: 378
Clock Path Buffers: 2
drt first pass iters: 4
r2r startpoint: dir$_SDFFE_PN1N_
All-Layer GR Usage: 3.89%
area of the core: 3420 µm²
clock sink total: 9
critical path capture point: wave[5]$_DFF_P_
combinational gate area: 337 µm²
I/O pin count: 10
CTS root buf: clkbuf_4
GRT Residual Overflow: 0
chip area in the Yosys report: 532 µm²
EDFF count, synth: 0
# DRC: 0
max_slew headroom: 80.9%
Clock Skew: 0.657 ps
Setup Crit Path Kind: in2reg
Pwr per Cell Area: 1520 nW/µm²
crit path from: next
measured slew at the worst slew-check pin: 284 ps
CP peak stage delay: 490 ps
Crit path arrival time: 2380 ps
Setup Buffers After CTS: 0
Post-Synthesis Cell Area: 532 µm²
VDD IR max: 0.272 mV
Core Rows: 21
slowest CP cell: clkdlybuf4s50_1
CTS HTree Levels: 1
RePlAce Congestion: 0.814
Post-Synthesis Cells: 57
setup violators final: 0
Hold Vio Cnt, Final: 0
-- cells by family after synthesis --
kind of cell	Yosys count	share of synthesized area (%)
compound gates	13	15.8
flops	9	33.9
simple gates	18	19.1
buf+inv	4	2.82
fa+ha+maj	8	20.2
xor+xnor	5	8.24
-- final cells by class --
type,count,share of cell area [%]
Timing Repair Buffer,13,16.3
Clock buffer,4,3.57
Sequential cell,9,24.5
Multi-Input combinational cell,44,45.7
Inverter,4,2.04
Tap cell,46,7.82
-- metal layers --
layer,vias up,wire length (µm),GRT usage (%)
met5,-,0,0
li1,240,-,-
met1,220,528,4.40
met3,0,126,2.39
met4,0,0,0.176
met2,11,572,6.42
-- stage by stage --
| step | setup WS, ps | total power [mW] | instances | hold slack, ps |
|---|---|---|---|---|
| 6_report | 299 | 1.12 | 120 | 491 |
| 4_1_cts | 303 | 1.13 | 120 | 496 |
| 3_5_place_dp | 40.5 | 1.01 | 116 | 484 |
| 2_1_floorplan | 483 | 0.726 | 57 | 459 |
| 5_1_grt | 139 | 1.23 | 120 | 539 |
| 3_3_place_gp | 78.7 | 0.983 | 116 | 476 |
-- state kept, by name (all words and copies together) (netlist names) --
| register | cells |
|---|---|
| dir | 1 |
| wave | 8 |
-- synthesized netlist by cell type, types with 2 or more instances --
library cell	count
xor2_1	2
nor2b_1	3
nor2_1	4
dfxtp_1	9
ha_1	7
xnor2_1	3
o21a_1	2
o21ai_0	2
a21oi_1	5
nand2_1	3
inv_1	4
nor4_1	2
-- worst min-delay path by stage --
stage,endpoint,slack (ps),depth (start not counted)
global route,dir$_SDFFE_PN1N_,540,2
CTS,dir$_SDFFE_PN1N_,500,2
finish,dir$_SDFFE_PN1N_,490,2
-- report_power, final --
group | leakage (nW) | internal [mW] | switching (mW)
Combinational | 0.195 | 0.396 | 0.293
Clock | 0.0150 | 0.0617 | 0.0537
Sequential | 0.0758 | 0.231 | 0.0829
Total | 0.286 | 0.689 | 0.429
-- critical path, delay by kind of cell --
kind / cells / cell delay [ps]
AND-OR/OR-AND: 2 / 350
adder cells (fa/ha/maj): 1 / 290
buffers and inverters: 1 / 490
AND/OR/NAND/NOR: 3 / 740
Power is estimated from default activity; no workload was simulated.
